$ cat run.sh
#!/bin/bash
# OpenROAD 26Q1-2900-gdf79404cd8, Yosys 0.63+post, stock flow scripts
make -C /OpenROAD-flow-scripts/flow DESIGN_CONFIG=/design/flow/config.mk WORK_HOME=/design/flow/orfs finish
$ cat constraint.sdc
current_design matrixMultiplier

set clk_period 17.6
set clk_io_pct 0.2

create_clock -name clk0 -period $clk_period [get_ports {clk}]

set non_clock_inputs [all_inputs -no_clocks]
set_input_delay [expr $clk_period * $clk_io_pct] -clock clk0 $non_clock_inputs
set_output_delay [expr $clk_period * $clk_io_pct] -clock clk0 [all_outputs]
$ cat config.mk
export PLATFORM = sky130hd
export DESIGN_NAME = matrixMultiplier
export DESIGN_NICKNAME = matrixMultiplier
export VERILOG_FILES = /design/flow/design.v
export SDC_FILE = /design/flow/constraint.sdc
export NUM_CORES = 4
export LEC_CHECK = 1
export CORE_UTILIZATION = 30
$ cat design.v
module adder (in1, in2, out);
  parameter DW = 8;
  parameter RW = 3 * DW;
  input[RW-1:0] in1, in2;
  output [RW-1:0] out;
  assign out = in1 + in2;
endmodule  
module counterM (clk, rst, countEn, zeroM, out);
parameter DW = 8;
input clk, rst, countEn, zeroM;
output reg [DW-1:0] out;
always @ ( posedge clk, posedge rst ) begin
  if(rst) begin
    out <= 0;
  end
  else begin
    if(zeroM) begin
      out <= 0;
    end
    else begin
      if(countEn)begin
        out <= out + 1;
      end
    end
  end
end
endmodule  
module counterN (clk, rst, countEn, zeroM, out);
parameter DW = 8;
input clk, rst, countEn, zeroM;
output reg [DW-1:0] out;
always @ ( posedge clk, posedge rst ) begin
  if(rst) begin
    out <= 0;
  end
  else begin
    if(zeroM) begin
      out <= 0;
    end
    else begin
      if(countEn)begin
        out <= out + 1;
      end
    end
  end
end
endmodule  
module cu (clk, rst, start, done, matrix1WriteEn, mCounter1CountEn, mCounter1Zero, nCounter1CountEn, nCounter1Zero,
  matrix2WriteEn, nCounter2CountEn, nCounter2Zero, mCounter2CountEn, mCounter2Zero, sumRegWriteEn, sumRegZero,
  resMatrixWriteEn, resRowCounterCountEn, resColCounterCountEn, resRowCounterZero, resColCounterZero,mCounter1Value,
  nCounter1Value, mCounter2Value, nCounter2Value, resRowCounterValue, resColCounterValue);
  parameter N = 2-1;
  parameter M = 2-1;
  parameter DW = 8;
  parameter RW = 3 * DW;
  input clk, rst, start;
  input [DW-1:0] mCounter1Value, nCounter1Value, mCounter2Value, nCounter2Value, resRowCounterValue, resColCounterValue;
  output reg done, matrix1WriteEn, mCounter1CountEn, mCounter1Zero, nCounter1CountEn, nCounter1Zero,
   matrix2WriteEn, nCounter2CountEn, nCounter2Zero, mCounter2CountEn, mCounter2Zero, sumRegWriteEn, sumRegZero,
   resMatrixWriteEn, resRowCounterCountEn, resColCounterCountEn, resRowCounterZero, resColCounterZero;
  reg[4:0] ns, ps;
  parameter [4:0] IDLE=0, Starting=1, LoadFirstMatrix=2, LoadSecondMatrix=3, Computing=4, SaveResult=5, IncResRowCol=6, ComputationCompleted=7,
    DeliverResult=8;
  always @ (ps, start, nCounter1Value, nCounter2Value, mCounter1Value, mCounter2Value, resRowCounterValue, resColCounterValue) begin
    case(ps)
      IDLE: ns <= (start)? Starting : ps;
      Starting: ns <= (start)? ps : LoadFirstMatrix;
      LoadFirstMatrix: ns <= ((nCounter1Value == N) && (mCounter1Value == M))? LoadSecondMatrix : ps;
      LoadSecondMatrix: ns <= ((nCounter2Value == N) && (mCounter2Value == M))? Computing : ps;
      Computing: ns <= (nCounter1Value == N)? SaveResult : ps;
      SaveResult: ns <= IncResRowCol;
      IncResRowCol: ns<=((resRowCounterValue == M) && (resColCounterValue == M))? ComputationCompleted: Computing;
      ComputationCompleted: ns <= DeliverResult;
      DeliverResult: ns <= ((resRowCounterValue == M) && (resColCounterValue == M))? IDLE : ps;
    endcase
  end
  always @ (ps, nCounter1Value, nCounter2Value, mCounter1Value, mCounter2Value, resRowCounterValue, resColCounterValue) begin
    done <= 0; matrix1WriteEn <= 0; mCounter1CountEn <= 0; mCounter1Zero <= 0; nCounter1CountEn <= 0; nCounter1Zero <= 0;
    matrix2WriteEn <= 0; nCounter2CountEn <= 0; nCounter2Zero <= 0; mCounter2CountEn <= 0; mCounter2Zero <= 0; sumRegWriteEn <= 0; sumRegZero <= 0;
    resMatrixWriteEn <= 0; resRowCounterCountEn <= 0; resColCounterCountEn <= 0; resRowCounterZero <= 0; resColCounterZero <= 0;
    case(ps)
      IDLE: done <= 0;
      Starting: ;
      LoadFirstMatrix: begin
        mCounter1CountEn <= 1;
        matrix1WriteEn <= 1;
        if(mCounter1Value == M) begin
          nCounter1CountEn <= 1;
          mCounter1Zero <= 1;
        end
        if((nCounter1Value == N) && (mCounter1Value == M)) begin
          nCounter1Zero <= 1;
          mCounter1Zero <= 1;
        end
      end
      LoadSecondMatrix: begin
        nCounter2CountEn <= 1;
        matrix2WriteEn <= 1;
        if(nCounter2Value == N) begin
          nCounter2Zero <= 1;
          mCounter2CountEn <= 1;
        end
        if((mCounter2Value == M) && (nCounter2Value == N)) begin
          nCounter2Zero <= 1;
          mCounter2Zero <= 1;
        end
      end
      Computing: begin
        sumRegWriteEn <= 1;
        nCounter1CountEn <= 1;
        nCounter2CountEn <= 1;
        if (nCounter1Value == N) begin
          nCounter1Zero <= 1;
          nCounter2Zero <= 1;
          mCounter1CountEn <= 1;
        end
        if ((nCounter1Value == N) && (mCounter1Value == M) && (~(mCounter2Value == M))) begin
          mCounter2CountEn <= 1;
          mCounter1Zero <= 1;
        end
      end
      SaveResult: begin
        resMatrixWriteEn <= 1;
      end
      IncResRowCol: begin
        sumRegZero <= 1;
        resRowCounterCountEn <= 1;
        if(resRowCounterValue == M) resRowCounterZero <= 1;
        if(mCounter2Value > resColCounterValue) begin
          resColCounterCountEn <= 1;
        end
      end
      ComputationCompleted: begin
        resRowCounterZero <= 1;
        resColCounterZero <= 1;
      end
      DeliverResult: begin
        resRowCounterCountEn <= 1;
        done <= 1;
        if(resRowCounterValue == M) begin
          resRowCounterZero <= 1;
          resColCounterCountEn <= 1;
        end
      end
    endcase
  end
  always @ (posedge clk, posedge rst) begin
    if(rst) begin
      ps <= IDLE;
    end
    else begin
      ps <= ns;
    end
  end
endmodule  
module dataPath (clk, rst, inData, outData, matrix1WriteEn, mCounter1CountEn, mCounter1Zero, nCounter1CountEn, nCounter1Zero,
   matrix2WriteEn, nCounter2CountEn, nCounter2Zero, mCounter2CountEn, mCounter2Zero, sumRegWriteEn, sumRegZero,
   mCounter1Value, nCounter1Value, mCounter2Value, nCounter2Value, resRowCounterValue, resColCounterValue, overflow,
   resMatrixWriteEn, resRowCounterCountEn, resColCounterCountEn, resRowCounterZero, resColCounterZero);
   parameter DW = 8;
   parameter RW = 3 * DW;
   input [DW-1:0] inData;
   input clk, rst, matrix1WriteEn, mCounter1CountEn, mCounter1Zero, nCounter1CountEn, nCounter1Zero,
   matrix2WriteEn, nCounter2CountEn, nCounter2Zero, mCounter2CountEn, mCounter2Zero, sumRegWriteEn, sumRegZero, resMatrixWriteEn,
   resRowCounterCountEn, resColCounterCountEn, resRowCounterZero, resColCounterZero;
   output overflow;
   output [DW-1:0] mCounter1Value, nCounter1Value, mCounter2Value, nCounter2Value, resRowCounterValue, resColCounterValue;
   output [DW-1:0] outData;
   wire [DW-1:0] matrix1OutData, matrix2OutData;
   wire [RW-1:0] multOutData, addOutData, sumRegOutData;
   wire [DW-1:0] mCounter1OutData, nCounter1OutData, mCounter2OutData, nCounter2OutData, resRowCounterOutData, resColCounterOutData;
   wire [RW-DW-1:0] resMatrixOutDataOF;
   matrix1 MTRX1_(.clk(clk), .rst(rst), .writeEn(matrix1WriteEn), .in(inData), .out(matrix1OutData), .rowSel(mCounter1OutData), .colSel(nCounter1OutData));
   counterM mCOUNTER1_(.clk(clk), .rst(rst), .countEn(mCounter1CountEn), .zeroM(mCounter1Zero), .out(mCounter1OutData));
   counterN nCOUNTER1_(.clk(clk), .rst(rst), .countEn(nCounter1CountEn), .zeroM(nCounter1Zero), .out(nCounter1OutData));
   matrix2 MTRX2_(.clk(clk), .rst(rst), .writeEn(matrix2WriteEn), .in(inData), .out(matrix2OutData), .rowSel(nCounter2OutData), .colSel(mCounter2OutData));
   counterN nCOUTNER2_(.clk(clk), .rst(rst), .countEn(nCounter2CountEn), .zeroM(nCounter2Zero), .out(nCounter2OutData));
   counterM mCOUTNER2_(.clk(clk), .rst(rst), .countEn(mCounter2CountEn), .zeroM(mCounter2Zero), .out(mCounter2OutData));
   mult MULT_(.in1(matrix1OutData), .in2(matrix2OutData), .out(multOutData));
   adder ADDER_(.in1(multOutData), .in2(sumRegOutData), .out(addOutData));
   sumReg SUMREG_(.clk(clk), .rst(rst), .writeEn(sumRegWriteEn), .zero(sumRegZero), .in(addOutData), .out(sumRegOutData));
   resMatrix RESMTRX_(.clk(clk), .rst(rst), .writeEn(resMatrixWriteEn), .in(sumRegOutData), .outData(outData), .outOf(resMatrixOutDataOF), .rowSel(resRowCounterOutData), .colSel(resColCounterOutData));
   counterM RESRowCOUNTER_(.clk(clk), .rst(rst), .countEn(resRowCounterCountEn), .zeroM(resRowCounterZero), .out(resRowCounterOutData));
   counterM RESColCOUNTER_(.clk(clk), .rst(rst), .countEn(resColCounterCountEn), .zeroM(resColCounterZero), .out(resColCounterOutData));
   overflow OF_(.in(resMatrixOutDataOF), .out(overflow));
   assign mCounter1Value = mCounter1OutData;
   assign mCounter2Value = mCounter2OutData;
   assign nCounter1Value = nCounter1OutData;
   assign nCounter2Value = nCounter2OutData;
   assign resRowCounterValue = resRowCounterOutData;
   assign resColCounterValue = resColCounterOutData;
endmodule  
module matrix1 (clk, rst, writeEn, in, out, rowSel, colSel);
  parameter M = 2;
  parameter N = 2;
  parameter DW = 8;
  input clk, rst, writeEn;
  input [DW-1:0] in;
  output [DW-1:0] out;
  input [DW-1:0] rowSel, colSel;
  reg [DW-1:0] memArr[M-1:0][N-1:0];
always @ (posedge clk, posedge rst) begin
  if(rst) begin
  end
  else begin
    if(writeEn) begin
      memArr[rowSel][colSel] <= in;
    end
  end
end
assign out = memArr[rowSel][colSel];
endmodule  
module matrix2 (clk, rst, writeEn, in, out, rowSel, colSel);
  parameter M = 2;
  parameter N = 2;
  parameter DW = 8;
  input clk, rst, writeEn;
  input [DW-1:0] in;
  output [DW-1:0] out;
  input [DW-1:0] rowSel, colSel;
  reg [DW-1:0] memArr[N-1:0][M-1:0];
always @ (posedge clk, posedge rst) begin
  if(rst) begin
  end
  else begin
    if(writeEn) begin
      memArr[rowSel][colSel] <= in;
    end
  end
end
assign out = memArr[rowSel][colSel];
endmodule  
module matrixMultiplier (clk, rst, start, done, inData, outData, overflow);
  parameter DW = 8;
  parameter RW = 3 * DW;
  input clk, rst, start;
  input [DW-1:0] inData;
  output overflow, done;
  output [DW-1:0] outData;
  wire matrix1WriteEnWire, mCounter1CountEnWire, mCounter1ZeroWire, nCounter1CountEnWire, nCounter1ZeroWire,
    matrix2WriteEnWire, nCounter2CountEnWire, nCounter2ZeroWire, mCounter2CountEnWire, mCounter2ZeroWire, sumRegWriteEnWire, sumRegZeroWire,
    resMatrixWriteEnWire, resRowCounterCountEnWire, resColCounterCountEnWire, resRowCounterZeroWire, resColCounterZeroWire;
  wire [DW-1:0] mCounter1ValueWire, nCounter1ValueWire, mCounter2ValueWire, nCounter2ValueWire, resRowCounterValueWire, resColCounterValueWire;
  cu CU_(.clk(clk), .rst(rst), .start(start), .done(done), .matrix1WriteEn(matrix1WriteEnWire), .mCounter1CountEn(mCounter1CountEnWire), .mCounter1Zero(mCounter1ZeroWire), .nCounter1CountEn(nCounter1CountEnWire), .nCounter1Zero(nCounter1ZeroWire),
    .matrix2WriteEn(matrix2WriteEnWire), .nCounter2CountEn(nCounter2CountEnWire), .nCounter2Zero(nCounter2ZeroWire), .mCounter2CountEn(mCounter2CountEnWire), .mCounter2Zero(mCounter2ZeroWire), .sumRegWriteEn(sumRegWriteEnWire), .sumRegZero(sumRegZeroWire),
    .resMatrixWriteEn(resMatrixWriteEnWire), .resRowCounterCountEn(resRowCounterCountEnWire), .resColCounterCountEn(resColCounterCountEnWire), .resRowCounterZero(resRowCounterZeroWire), .resColCounterZero(resColCounterZeroWire), .mCounter1Value(mCounter1ValueWire),
    .nCounter1Value(nCounter1ValueWire), .mCounter2Value(mCounter2ValueWire), .nCounter2Value(nCounter2ValueWire), .resRowCounterValue(resRowCounterValueWire), .resColCounterValue(resColCounterValueWire));
  dataPath DP_(.clk(clk), .rst(rst), .inData(inData), .outData(outData), .matrix1WriteEn(matrix1WriteEnWire), .mCounter1CountEn(mCounter1CountEnWire), .mCounter1Zero(mCounter1ZeroWire), .nCounter1CountEn(nCounter1CountEnWire), .nCounter1Zero(nCounter1ZeroWire),
    .matrix2WriteEn(matrix2WriteEnWire), .nCounter2CountEn(nCounter2CountEnWire), .nCounter2Zero(nCounter2ZeroWire), .mCounter2CountEn(mCounter2CountEnWire), .mCounter2Zero(mCounter2ZeroWire), .sumRegWriteEn(sumRegWriteEnWire), .sumRegZero(sumRegZeroWire),
    .resMatrixWriteEn(resMatrixWriteEnWire), .resRowCounterCountEn(resRowCounterCountEnWire), .resColCounterCountEn(resColCounterCountEnWire), .resRowCounterZero(resRowCounterZeroWire), .resColCounterZero(resColCounterZeroWire), .overflow(overflow),
    .mCounter1Value(mCounter1ValueWire), .nCounter1Value(nCounter1ValueWire), .mCounter2Value(mCounter2ValueWire), .nCounter2Value(nCounter2ValueWire), .resRowCounterValue(resRowCounterValueWire), .resColCounterValue(resColCounterValueWire));
endmodule  
module mult (in1, in2, out);
  parameter DW = 8;
  parameter RW = 3 * DW;
  input[DW-1:0] in1, in2;
  output [RW-1:0] out;
  assign out = in1 * in2;
endmodule  
module overflow (in, out);
  parameter DW = 8;
  parameter RW = 3 * DW;
  input [RW-DW-1:0] in;
  output out;
  assign out = |(in);
endmodule  
module resMatrix (clk, rst, writeEn, in, outData, outOf, rowSel, colSel);
  parameter M = 2;
  parameter DW = 8;
  parameter RW = 3 * DW;
  input clk, rst, writeEn;
  input [RW-1:0] in;
  output [RW-DW-1:0] outOf;
  output [DW-1:0] outData;
  input [DW-1:0] rowSel, colSel;
  reg [RW-1:0] memArr[M-1:0][M-1:0];
always @ (posedge clk, posedge rst) begin
  if(rst) begin
  end
  else begin
    if(writeEn) begin
      memArr[rowSel][colSel] <= in;
    end
  end
end
assign outData = memArr[rowSel][colSel][DW-1:0];
assign outOf = memArr[rowSel][colSel][RW-1:DW];
endmodule  
module sumReg (clk, rst, writeEn, zero, in, out);
  parameter DW = 8;
  parameter RW = 3 * DW;
  input clk, rst, writeEn, zero;
  input [RW-1:0] in;
  output reg [RW-1:0] out;
  always @ (posedge clk, posedge rst) begin
    if(rst) begin
      out <= 0;
    end
    else begin
      if(zero) begin
        out <= 0;
      end
      else begin
        if(writeEn) begin
          out <= in;
        end
      end
    end
  end
endmodule  
==> impl_metrics.yaml <==
# generated from flow reports
outcome:
  outcome: "finished, final reports clean"
worst_setup_path:
  end_kind: "flip-flop"
  cp_data_arrival_time_ns: 7.49
  reg2regPathDepth: 27
  rrSetupSlack_ns: 10.57
  cp-start-kind: "flip-flop"
  worstPathRequired_ns: 18.05
  r2r_start: "DP_.mCOUTNER2_.out[1]"
  path_max_fanout: 12
  r2r-end: "DP_.SUMREG_.out[23]"
  crit_type: "flip-flop to flip-flop"
routing:
  ant_nets: 0
  detail_route.wl_per_cell_um: 14.8
  drc_errors: 0
  route.antenna.diode_count: 0
  firstDrtPassIters: 6
  num_vias: 7804
  totalWireLength_um: 24100
  drt_iter0_drc: 414
  via_per_inst: 4.79
final_layout:
  drive_gt1_share_pct: 9.36
  area_growth_syn_to_layout_pct: 13.4
  fin_cells: 1629
clock_tree:
  clock_latency_ns: 0.53
  root_buffer: "clkbuf_16"
  cts_tree: "yes"
  clkTransAtPathRegs_ns: 0.07
  cts_buffers: 24
  cts_hold_buffers: 0
  cts.htree.levels: 1
  cts.path.max_buffers: 3
  post-cts-setup-buffers: 0
  cts_resized: 0
synth:
  numSynthFlops: 242
  synth_cells: 1029
  synth-edff-count: 160
  ys_warn_count: 10
  ys_cells: 1029
  synthTopCellsByCount: "160 x edfxtp_1, 79 x inv_1, 78 x nand2_1"
  async_flop_share_pct: 31.8
  yosys_area_um2: 12700
  top_cells_by_area: "edfxtp_1 38%, dfrtp_1 15%, ha_1 7.3%"
  synth.distinct_cells: 66
  synthFlopType: "edfxtp_1"
  synth_dominant_cell_count: "edfxtp_1"
  yosysTopAreaCell: "edfxtp_1"
  syn_area_per_cell_um2: 12.3
  netlist_area_um2: 12700
  synth_top_area_share_pct: 37.8
floorplanning:
  die_height_um: 208
  fp.coreArea_um2: 41900
  fp-row-count: 75
  initial_core_util_pct: 30.3
  boundaryPins: 21
  die_width_um: 208
  die-area_um2: 43200
final_timing:
  clock_skew_ns: 0.0210
  unclocked_regs: 5
  drv_slew: 0
  clock.fmax_ghz: 0.142
  setup_viol: 0
  untimed_endpoints: 10
  holdWs_ns: 0.487
  hold_violations: 0
  timing.slew.headroom_pct: 48.0
  worstMarginPinSlew_ns: 0.778
  post-route-min-period_ns: 7.03
  fin_tns_setup_ns: 0
  rsz0062_at_grt: "false"
  min_period_over_period_pct: 39.9
global_route:
  antenna_found_initial: 0
  grt_pass1_vias: 7773
  grt_start_max_net_pins: 38
  grt_use_total_pct: 12.0
  grt_pass1_wl_um: 40100
  gr-total-overflow: 0
hold_path:
  hold_depth: 1
  min_path_type: "flip-flop to flip-flop"
  worstHoldEndpoint: "DP_.mCOUNTER1_.out[7]"
  hold_start: "DP_.mCOUNTER1_.out[7]"
placement:
  place_congestion: 0.851
  io_buffers: 20
  dp_hpwl_um: 17300
  dp_cells: 1586
job:
  max_cap_viol_count: 0
  warning_count: 33
[layout by cell type, fill, tap and decap left out, types with 24 or more instances in the layout]
| cell type | synthesis | final |
|---|---|---|
| a21oi_1 | 45 | 45 |
| nand2_1 | 78 | 78 |
| dfrtp_1 | 77 | 77 |
| ha_1 | 74 | 74 |
| mux4_2 | 25 | 25 |
| nor2_1 | 68 | 67 |
| edfxtp_1 | 160 | 160 |
| clkbuf_16 | 0 | 24 |
| and2_1 | 55 | 55 |
| fa_1 | 37 | 37 |
| xnor2_1 | 24 | 24 |
| xor2_1 | 25 | 25 |
| o21ai_0 | 40 | 40 |
| inv_1 | 79 | 78 |
[final cells by class]
type / count / area [um^2]
fillers: 4074 / 27400
flip-flops and latches: 242 / 6810
multi-input cells: 688 / 5540
well taps: 539 / 674
clock buffers: 31 / 627
repair buffers: 38 / 335
inverters: 79 / 298
clock inverters: 12 / 128
[routing by layer]
metal | vias up | global-route usage, % | part of all wire, %
li1 | 3829 | - | -
met1 | 3760 | 18.1 | 48
met2 | 186 | 17.6 | 44
met3 | 29 | 4.51 | 7.1
met4 | 0 | 1.53 | 1.4
met5 | - | 0 | 0
[kinds of logic after synthesis]
group	count (synthesis)	share of synthesized area, %
compound gates	153	7.59
flops	237	53.0
buf+inv	99	3.03
simple gates	345	14.4
latches	5	0.591
fa+ha+maj	111	13.1
xor+xnor	49	3.38
mux	30	4.88
[state kept, by name (all words and copies together) (netlist names)]
signal,flops
DP_.RESMTRX_.memArr,96
DP_.nCOUNTER1_.out,8
DP_.SUMREG_.out,24
CU_.ps,5
CU_.ns,5
DP_.RESRowCOUNTER_.out,8
DP_.nCOUTNER2_.out,8
DP_.mCOUTNER2_.out,8
DP_.MTRX2_.memArr,32
DP_.MTRX1_.memArr,32
DP_.mCOUNTER1_.out,8
DP_.RESColCOUNTER_.out,8
[stage by stage]
step	worst slack, ns	area, um^2	util (%)
2_1_floorplan	10.61	12700	-
3_3_place_gp	10.64	13600	32.6
3_5_place_dp	10.53	13600	32.6
4_1_cts	10.52	14400	34.4
5_1_grt	10.13	14400	34.4
6_report	10.57	14400	34.4
[critical path, stage by stage, from the launching register on]
cell      delay (ns)
dfrtp_1         0.46
xor2_1          0.19
buf_4           0.26
mux4_2          0.61
and2_1          0.19
fa_1            0.53
inv_1           0.05
fa_1            0.47
inv_1           0.05
fa_1            0.53
inv_1           0.05
fa_1            0.52
inv_1           0.04
ha_1            0.20
or2_2           0.31
nor2_1          0.09
o211ai_1        0.11
and3_1          0.22
o21a_1          0.17
nor2_1          0.12
xnor2_1         0.14
ha_1            0.32
a21o_1          0.22
a21o_1          0.18
a21o_1          0.18
a221oi_1        0.40
or4_1           0.19
mux2i_1         0.17
[worst max-delay path by stage]
stage / startpoint / endpoint / slack [ns] / cells past startpoint
finish: DP_.mCOUTNER2_.out[1] / DP_.SUMREG_.out[23] / 10.57 / 27
CTS: DP_.mCOUTNER2_.out[1] / DP_.SUMREG_.out[23] / 10.52 / 27
global route: DP_.mCOUTNER2_.out[1] / DP_.SUMREG_.out[23] / 10.13 / 27
